--- flow/config.mk ---
export PLATFORM = sky130hd
export DESIGN_NAME = fp16_adder
export DESIGN_NICKNAME = fp16_adder
export VERILOG_FILES = /design/flow/design.v
export SDC_FILE = /design/flow/constraint.sdc
export NUM_CORES = 4
export LEC_CHECK = 1
export CORE_UTILIZATION = 50
--- flow/constraint.sdc ---
current_design fp16_adder

set clk_period 16.5
set clk_io_pct 0.2

create_clock -name clk0 -period $clk_period [get_ports {clk}]

set non_clock_inputs [all_inputs -no_clocks]
set_input_delay [expr $clk_period * $clk_io_pct] -clock clk0 $non_clock_inputs
set_output_delay [expr $clk_period * $clk_io_pct] -clock clk0 [all_outputs]
--- flow/design.v ---
`timescale 1ns / 1ps
module fp16_adder(
input [15:0] numi1,
input [15:0] numi2,
input clk,
output reg [15:0] ans,
output reg sign1o,sign2o,
output reg [4:0] exp1o,
output reg [4:0] exp2o,
output reg [4:0] expdiffo,
output reg szo,
output reg [4:0] lambdao,
output reg flago,
output reg [10:0] mro,
output reg [4:0] rexpo,
output reg [4:0] ra,
output reg [1:0] iszero,
output reg [1:0] isinf,
output reg isnan
    );
    reg [10:0] num1;
    reg [10:0] num2;
    reg sign1,sign2;
    reg [15:0] num3;
    reg [11:0] tempreg;
    reg [4:0] exp1;
    reg [4:0] exp2;
    reg [4:0] expdiff;
    reg sz;
    reg [4:0] lambda;
    reg flag;
    reg f1,f2;
    reg [4:0] rb,rc,rd;
    always@(posedge clk)
    begin
        if(numi1 == 16'h7c00 || numi2 == 16'h7c00)
        begin
            isinf = 2'b01;
            ans = 16'bZZZZZZZZZZZZZZZZ;
        end
        else if(numi1 == 16'hfc00 || numi2 == 16'hfc00)
        begin
            isinf = 2'b10;
            ans = 16'bZZZZZZZZZZZZZZZZ;
        end
        else if((numi1[14:10] == 5'b11111 && numi1[9:0] != 10'b0000000000) || ((numi2[14:10] == 5'b11111 && numi2[9:0] != 10'b0000000000)))
        begin
            isnan = 1;
            ans = 16'bZZZZZZZZZZZZZZZZ;
        end
        else begin
            isnan = 0;
            isinf = 0;
            ans = 0;
        end
        if(isnan == 0 && isinf == 2'b00)
        begin
            num1 = 0;
            num2 = 0;
            num3 = 0;
            exp1 = 0;
            exp2 = 0;
            sign1 = 0;
            sign2 = 0;
            tempreg = 0;
            sz = 0;
            f1 = 0;
            f2 = 0;
            flag = 0;
            lambda = 0;
            expdiff = 0;
            num1[9:0] = numi1[9:0];
            num2[9:0] = numi2[9:0];
            num1[10] = 1;
            num2[10] = 1;
            iszero = 2'b00;
            sign1 = numi1[15];
            sign2 = numi2[15];
            if(numi1[14:10] >= numi2[14:10])
            begin
                exp1 = numi1[14:10] - 5'b01111;
                exp2 = numi2[14:10] - 5'b01111;
            end
            else 
            begin
                exp1 = numi2[14:10] - 5'b01111;
                exp2 = numi1[14:10] - 5'b01111;
            end
            expdiff = exp1 - exp2;
            num2[10:0] = num2[10:0] >> expdiff;
            mro = num2[10:0];
            sz = sign1 ^ sign2;
            if(sz)
            begin
                if(num2 < num1)
                begin
                    tempreg[11:0] = num1[10:0] - num2[10:0];
                    num3[9:0] = tempreg[9:0];
                    num3[15] = sign1;
                end
                else if(num2 > num1) begin
                    tempreg[11:0] = num1[10:0] - num2[10:0];
                    num3[9:0] = tempreg[9:0];
                    num3[9:0] = -num3[9:0];
                    num3[15] = sign2;
                end
                else begin
                    num3[15] = 1'bZ;
                    tempreg[11:0] = 0;
                    num3[9:0] = 0;
                end
                f1 = 1;
            end
            else begin
                if(sign1 == 0 && sign2 == 0) 
                begin
                    tempreg[11:0] = num1[10:0] + num2[10:0];
                    num3[9:0] = tempreg[9:0];
                    num3[15] = 0;
                end
                else begin
                    tempreg[11:0] = num1[10:0] + num2[10:0];
                    num3[9:0] = tempreg[9:0];
                    num3[15] = 1;
                end
                f2 = 1;
            end
            num3[14:10] = exp1;
            rexpo = num3[14:10];
            if(tempreg[11])
            begin
                num3[9:0] = num3[9:0] >> 1;
                num3[14:10] = num3[14:10] + 5'b00001 + 5'b01111;
                ra = 5'bZZZZZ;
            end
            else if(tempreg[10] == 0 && tempreg[11:0] != 12'b000000000000)
            begin
                flag = 0;
                lambda = 1;
                if((num3[9] ^ 1 == 1) && flag == 0)
                begin
                    lambda = lambda + 1;
                end
                else begin
                    flag = 1;
                end
                if(((num3[8] ^ 1 == 1) && flag == 0))
                begin
                    lambda = lambda + 1;
                end
                else begin
                    flag = 1;
                end
                if((num3[7] ^ 1 == 1) && flag == 0)
                    lambda = lambda + 1;
                else flag = 1;
                if((num3[6] ^ 1 == 1) && flag == 0)
                    lambda = lambda + 1;
                else flag = 1;
                if((num3[5] ^ 1 == 1) && flag == 0)
                    lambda = lambda + 1;
                else flag = 1;
                if((num3[4] ^ 1 == 1) && flag == 0)
                    lambda = lambda + 1;
                else flag = 1;
                if((num3[3] ^ 1 == 1) && flag == 0)
                    lambda = lambda + 1;
                else flag = 1;
                if((num3[2] ^ 1 == 1) && flag == 0)
                    lambda = lambda + 1;
                else flag = 1;
                if((num3[1] ^ 1 == 1) && flag == 0)     
                    lambda = lambda + 1;
                else flag = 1;
                if((num3[0] ^ 1 == 1) && flag == 0)
                    lambda = lambda + 1;
                else flag = 1;
                if(num3[14:10] - lambda < 5'b10010)
                begin
                    num3[9:0] = num3[9:0] << (num3[14:11] + 14);
                    num3[14:10] = -14;
                    rexpo = 1;
                end
                else begin
                    num3[9:0] = num3[9:0] << lambda;
                    rexpo = num3[14:10];
                    rexpo = rexpo - lambda;
                    num3[14:10] = rexpo + 5'b01111;
                end
            end
            else begin
                num3[14:10] = 0;
            end
        if(num3[14:0] == 15'b000000000000000)
        begin
            if(num3[15] == 1)
            begin
                iszero = 2'b10;
                ans = 16'bZZZZZZZZZZZZZZZZ;
            end
            else if(num3[15] == 1'bZ) begin
                iszero = 2'b11;
                ans = 16'bZZZZZZZZZZZZZZZZ;
            end
            else
            begin
                iszero = 2'b01;
                ans = 16'bZZZZZZZZZZZZZZZZ;
            end
        end
       else begin 
        ans = num3;
       end
        sign1o = sign1;
        sign2o = sign2;
        exp1o = exp1;
        exp2o = exp2;
        expdiffo = expdiff;
        szo = sz;
        lambdao = lambda;
        flago = flag;
        end 
    end
endmodule
--- flow/run.sh ---
#!/bin/bash
# OpenROAD 26Q1-2900-gdf79404cd8, Yosys 0.63+post, stock flow scripts
make -C /OpenROAD-flow-scripts/flow DESIGN_CONFIG=/design/flow/config.mk WORK_HOME=/design/flow/orfs finish
==> flow_summary.yaml <==
# yosys + openroad results
run_status:
  outcome: "complete, no violations"
layout:
  drive_gt1_share_pct: 16.6
  final_util_pct: 67.4
  syn2layout_area_growth_pct: 30.1
  fin_cells: 1060
  fin_area_sq_um: 8200
yosys:
  ys_types: 91
  yosys_cells: 760
  yosys_area_sq_um: 6300
  netlist_area_sq_um: 6300
  async_reset_ff_share_pct: 0
  yosysWarnings: 10
  top_cell_area_share_pct: 20.0
  syn_inst: 760
  common_cells: "nor2_1, nand2_1, inv_1"
  ys.flops: 61
  edf_count: 42
  top_cells_by_area: "edfxtp_1, ha_1, dfxtp_1"
  ff_type: "edfxtp_1"
  synth.avg_cell_area_sq_um: 8.29
  most_common_cell: "nor2_1"
  postSynthSeqShare_pct: 26.1
  top_area_cell: "edfxtp_1"
clock_tree:
  cts_root_buffer: "clkbuf_16"
  tritoncts: "done"
  clkTransAtPathRegs_ns: 0.06
  cts.sinks: 61
  insertion_delay_ns: 0.34
  hold_buffers: 0
  clock_path_buffers: 2
  htreeDepth: 3
  numCtsBuffers: 9
setup_path:
  max_stage_delay_ns: 0.47
  cp-end-kind: "flip-flop"
  crit_path_start_kind: "input pin"
  cp.arrival_ns: 15.84
  crit_type: "input pin to flip-flop"
  r2r_cells: 1
  cp_max_fo: 9
  crit_slowest_cell: "clkdlybuf4s50_1"
  crit_top_cell: "ha_1"
  cp.required_ns: 16.60
floorplan:
  num_rows: 40
  die_w_um: 114
  die-height_um: 114
  chipArea_sq_um: 13100
  initCoreUtil_pct: 51.8
  io_pins: 99
  core_sq_um: 12200
placement:
  place_area_sq_um: 7550
  hpwlAfterDp_um: 14200
  io_buffer_count: 93
  place.gp.congestion: 1.01
  placedCellCount: 1027
route:
  ant_nets: 0
  num_antenna_cells: 0
  wirelength_um: 18700
  vias: 6401
  drtPass1Iterations: 6
  drc: 0
  wl_per_cell_um: 17.7
  drtIter0Drc: 562
  viasPerCell: 6.04
final_timing:
  fin_crit_sh_pct: 95.4
  finalCriticalPeriod_ns: 15.75
  relSlewSlack_pct: 53.6
  skew_ns: 0
  tightestPinTransition_ns: 0.694
  drv_slew: 0
  fmaxAchievable_mhz: 63.5
  finalSetupViolations: 0
  hold_viol_final: 0
flow_run:
  warnings: 38
  maxCapViolCount: 0
global_routing:
  grt_max_degree: 49
  grt_usage_pct: 29.9
  grt_pass1_wl_um: 29500
  grt_pass1_vias: 5759
  antenna_found_initial: 0
  grt_overflow: 0
power:
  cellLeakagePower_nw: 3.40
  power_density_nw_per_um2: 223
  power.total_mw: 1.83
  ir_drop_mv: 0.105
worst_hold_path:
  min_path_cells: 2
  hold_class: "flip-flop to flip-flop"
## placed cells by master (no fill, tap or decap), types with 4 or more instances in the layout
cell type and instances:
nor3_2 4, and3_1 12, o221ai_1 4, buf_4 54, nand4_1 7, edfxtp_1 42
conb_1 5, a211oi_1 10, and2_1 13, mux4_2 4, inv_1 50, or3_1 9
clkbuf_16 9, o31ai_1 8, o21ai_0 29, a21oi_1 47, a31oi_1 6, o211ai_1 9
nand2b_1 13, xnor2_1 24, xor2_1 9, nand3_1 26, xnor2_2 7, o21ai_1 9
clkdlybuf4s50_1 93, nor2_1 69, dfxtp_1 19, a211o_1 5, nor2_2 4, nor3_1 15
ha_1 41, nand2_1 71, a21oi_2 5, nor4_1 7, o22ai_1 7, a21o_1 13
mux2i_1 16
## metrics by stage
step                      hold slack [ns]  setup WS (ns)  setup TNS, ns
after floorplan                     0.416          0.251              0
after global placement              0.450         0.0606              0
after detailed placement            0.456         -0.285         -0.569
after global routing                0.503         -0.104         -0.200
final                               0.472          0.755              0
after CTS                           0.469         0.0157              0
## where the power goes
group          switching [mW]  internal (mW)
sequential             0.0118          0.221
combinational           0.810          0.599
clock                  0.0724          0.117
## logic make-up after synthesis
group	count (synthesis)	share of synthesized area, %
AND/OR/NAND/NOR	285	22.8
AND-OR/OR-AND	207	22.9
buffers and inverters	89	6.12
flip-flops	61	26.1
adder cells (fa/ha/maj)	47	9.77
XOR/XNOR	42	6.91
multiplexers	28	5.38
other	1	0.0595
## what timing repair did
item,CTS,global route
buffers inserted,0,17
gates resized,0,49
setup endpoints to repair,0,15
## flip-flops by register name, summed over array words and instances (netlist names)
register	flops
ans	16
mro	11
flago	1
exp1o	5
expdiffo	5
rexpo	5
isinf	2
lambdao	5
exp2o	5
isnan	1
sign1o	1
szo	1
sign2o	1
iszero	2
## critical path, delay by kind of cell
kind,cells,cell delay [ns]
adder cells (fa/ha/maj),9,3.07
AND/OR/NAND/NOR,13,2.43
XOR/XNOR,2,0.79
buffers and inverters,7,1.14
multiplexers,4,0.70
AND-OR/OR-AND,24,4.38
## final timing paths
check / startpoint / to / slack [ns]
worst max-delay path: numi1[10] / iszero[0]$_SDFFCE_PP0P_ / 0.75
worst min-delay path: isinf[1]$_DFF_P_ / isinf[1]$_DFF_P_ / 0.47
worst max register to register: isinf[0]$_DFF_P_ / isinf[0]$_DFF_P_ / 15.90
worst min register to register: isinf[1]$_DFF_P_ / isinf[1]$_DFF_P_ / 0.47
## routing by layer
layer  routed length [um]  vias up  GRT usage, %  part of all wire (%)
met1                 8610     2977          47.8                    46
li1                     -     3046             -                     -
met3                 1930       37          7.55                    10
met5                    0        -             0                     0
met2                 7700      341          42.1                    41
met4                  465        0          6.41                   2.5
## area by class of cell
cell class / instances / area (sq um)
fillers: 921 / 3970
repair buffers: 147 / 1340
flip-flops and latches: 61 / 1640
inverters: 54 / 203
well taps: 168 / 210
multi-input cells: 614 / 4510
clock inverters: 7 / 75.1
clock buffers: 9 / 225
Power and IR drop assume default switching activity.
